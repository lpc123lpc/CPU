===== flow/config.mk =====
export PLATFORM = sky130hd
export DESIGN_NAME = PAUSE
export DESIGN_NICKNAME = PAUSE
export VERILOG_FILES = /design/flow/design.v
export SDC_FILE = /design/flow/constraint.sdc
export NUM_CORES = 4
export LEC_CHECK = 1
export CORE_AREA = 10 10 83 83
export DIE_AREA = 0 0 93 93

===== flow/constraint.sdc =====
current_design PAUSE

set clk_period 3.8
set clk_io_pct 0.2

create_clock -name clk0 -period $clk_period

set non_clock_inputs [all_inputs -no_clocks]
set_input_delay [expr $clk_period * $clk_io_pct] -clock clk0 $non_clock_inputs
set_output_delay [expr $clk_period * $clk_io_pct] -clock clk0 [all_outputs]

===== flow/design.v =====
`timescale 1ns / 1ps
module PAUSE(
    input [31:0] IR_D,
    input [31:0] IR_E,
    input [31:0] IR_M,
	 input busy,
	 input start,
    output stall
    );
	 parameter R=6'b000000,
	           ADD=6'b100000,
				  ADDU=6'b100001,
				  SUB=6'b100010,
				  SUBU=6'b100011,
				  SLLV=6'b000100,
				  SRAV=6'b000111,
				  SRLV=6'b000110,
				  AND=6'b100100,
				  OR=6'b100101,
				  XOR=6'b100110,
				  NOR=6'b100111,
				  SLT=6'b101010,
				  SLTU=6'b101011,
				  SRA=6'b000011,
				  SRL=6'b000010,
				  SLL=6'b000000,
				  MULT=6'b011000,
				  DIV=6'b011010,
				  MULTU=6'b011001,
				  DIVU=6'b011011,
				  MFHI=6'b010000,
				  MFLO=6'b010010,
				  MTHI=6'b010001,
				  MTLO=6'b010011,
				  ADDI=6'b001000,
				  ADDIU=6'b001001,
				  ANDI=6'b001100,
				  XORI=6'b001110,
	           ORI=6'b001101,
				  LUI=6'b001111,
				  SLTI=6'b001010,
				  SLTIU=6'b001011,
				  LW=6'b100011,
				  LB=6'b100000,
				  LBU=6'b100100,
				  LH=6'b100001,
				  LHU=6'b100101,
				  SW=6'b101011,
	           SH=6'b101001,
				  SB=6'b101000,
				  BEQ=6'b000100,
				  BNE=6'b000101,
				  BGTZ=6'b000111,
				  BLEZ=6'b000110,
				  BLTZ=5'b00000,
				  BGEZ=5'b00001,
				  JAL=6'b000011,
				  JR=6'b001000,
				  JALR=6'b001001;
    wire [5:0]op_e,fun_e,op_d,fun_d,op_m,fun_m;
	 wire [4:0]rs_d,rt_d,rt_e,rd_e,rt_m,rd_m;
	 wire add_d,addu_d,sub_d,subu_d,sllv_d,srav_d,srlv_d,and_d,or_d,xor_d,nor_d,slt_d,sltu_d,sra_d,srl_d,sll_d;
	 wire mult_d,multu_d,div_d,divu_d,mfhi_d,mflo_d,mthi_d,mtlo_d;
	 wire addi_d,addiu_d,xori_d,andi_d,ori_d,slti_d,sltiu_d;
	 wire lw_d,lb_d,lbu_d,lh_d,lhu_d;
	 wire sw_d,sh_d,sb_d;
	 wire beq_d,bne_d,bgtz_d,blez_d,bltz_d,bgez_d;
	 wire jr_d,jalr_d;
	 wire cal_r_d,cal_i_d,ld_d,st_d,b_d,md_d,mt_d;
	 assign op_d=IR_D[31:26];
	 assign fun_d=IR_D[5:0];
	 assign rs_d=IR_D[25:21];
	 assign rt_d=IR_D[20:16];
	 assign op_e=IR_E[31:26];
	 assign fun_e=IR_E[5:0];
	 assign rt_e=IR_E[20:16];
	 assign rd_e=IR_E[15:11];
	 assign op_m=IR_M[31:26];
	 assign fun_m=IR_M[5:0];
	 assign rt_m=IR_M[20:16];
	 assign rd_m=IR_M[15:11];
	 assign add_d=(op_d==R&&fun_d==ADD)?1:0;
	 assign addu_d=(op_d==R&&fun_d==ADDU) ? 1:0;
	 assign sub_d=(op_d==R&&fun_d==SUB)?1:0;
	 assign subu_d=(op_d==R&&fun_d==SUBU)?1:0;
	 assign sllv_d=(op_d==R&&fun_d==SLLV)?1:0;
	 assign srav_d=(op_d==R&&fun_d==SRAV)?1:0;
	 assign srlv_d=(op_d==R&&fun_d==SRLV)?1:0;
	 assign and_d=(op_d==R&&fun_d==AND)?1:0;
	 assign or_d=(op_d==R&&fun_d==OR)?1:0;
	 assign xor_d=(op_d==R&&fun_d==XOR)?1:0;
	 assign nor_d=(op_d==R&&fun_d==NOR)?1:0;
	 assign slt_d=(op_d==R&&fun_d==SLT)?1:0;
	 assign sltu_d=(op_d==R&&fun_d==SLTU)?1:0;
	 assign sra_d=(op_d==R&&fun_d==SRA)?1:0;
	 assign srl_d=(op_d==R&&fun_d==SRL)?1:0;
	 assign sll_d=(op_d==R&&fun_d==SLL)?1:0;
	 assign mult_d=(op_d==R&&fun_d==MULT)?1:0;
	 assign multu_d=(op_d==R&&fun_d==MULTU)?1:0;
	 assign div_d=(op_d==R&&fun_d==DIV)?1:0;
	 assign divu_d=(op_d==R&&fun_d==DIVU)?1:0;
	 assign mfhi_d=(op_d==R&&fun_d==MFHI)?1:0;
	 assign mflo_d=(op_d==R&&fun_d==MFLO)?1:0;
	 assign mthi_d=(op_d==R&&fun_d==MTHI)?1:0;
	 assign mtlo_d=(op_d==R&&fun_d==MTLO)?1:0;
	 assign addi_d=(op_d==ADDI)?1:0;
	 assign addiu_d=(op_d==ADDIU)?1:0;
	 assign andi_d=(op_d==ANDI)?1:0;
	 assign xori_d=(op_d==XORI)?1:0;
	 assign ori_d=(op_d==ORI)?1:0;
	 assign slti_d=(op_d==SLTI)?1:0;
	 assign sltiu_d=(op_d==SLTIU)?1:0;
	 assign lw_d=(op_d==LW)?1:0;
	 assign lb_d=(op_d==LB)?1:0;
	 assign lbu_d=(op_d==LBU)?1:0;
	 assign lh_d=(op_d==LH)?1:0;
	 assign lhu_d=(op_d==LHU)?1:0;
	 assign sw_d=(op_d==SW)?1:0;
	 assign sh_d=(op_d==SH)?1:0;
	 assign sb_d=(op_d==SB)?1:0;
	 assign beq_d=(op_d==BEQ)?1:0;
	 assign bne_d=(op_d==BNE)?1:0;
	 assign bgtz_d=(op_d==BGTZ)?1:0;
	 assign blez_d=(op_d==BLEZ)?1:0;
	 assign bltz_d=(op_d==6'b000001&&rt_d==BLTZ)?1:0;
	 assign bgez_d=(op_d==6'b000001&&rt_d==BGEZ)?1:0;
	 assign jr_d=(op_d==R&&fun_d==JR)?1:0;
	 assign jalr_d=(op_d==R&&fun_d==JALR)?1:0;
    assign cal_r_d=add_d||addu_d||sub_d||subu_d||
	                sllv_d||srav_d||srlv_d||sra_d||srl_d||sll_d||
						 and_d||or_d||xor_d||nor_d||
						 slt_d||sltu_d||mult_d||multu_d||div_d||divu_d;   
	 assign cal_i_d=ori_d||addi_d||addiu_d||andi_d||xori_d||slti_d||sltiu_d;
	 assign ld_d=lw_d||lb_d||lbu_d||lh_d||lhu_d;
	 assign st_d=sw_d||sh_d||sb_d;
	 assign b_d=beq_d||bne_d||bgtz_d||blez_d;
	 assign b2_d=bltz_d||bgez_d;
	 assign md_d=mult_d||multu_d||div_d||divu_d||mfhi_d||mflo_d||mthi_d||mtlo_d;
	 assign mt_d=mthi_d||mtlo_d;
	 wire add_e,addu_e,sub_e,subu_e,sllv_e,srav_e,srlv_e,and_e,or_e,xor_e,nor_e,slt_e,sltu_e,sra_e,srl_e,sll_e;
	 wire mfhi_e,mflo_e;
	 wire addi_e,addiu_e,andi_e,xori_e,ori_e,lui_e,slti_e,sltiu_e;
	 wire lw_e,lb_e,lbu_e,lh_e,lhu_e;
	 wire cal_r_e,cal_i_e,ld_e;
	 assign add_e=(op_e==R&&fun_e==ADD)?1:0;
	 assign addu_e=(op_e==R&&fun_e==ADDU) ? 1:0;
	 assign sub_e=(op_e==R&&fun_e==SUB)?1:0;
	 assign subu_e=(op_e==R&&fun_e==SUBU)?1:0;
	 assign sllv_e=(op_e==R&&fun_e==SLLV)?1:0;
	 assign srav_e=(op_e==R&&fun_e==SRAV)?1:0;
	 assign srlv_e=(op_e==R&&fun_e==SRLV)?1:0;
	 assign and_e=(op_e==R&&fun_e==AND)?1:0;
	 assign or_e=(op_e==R&&fun_e==OR)?1:0;
	 assign xor_e=(op_e==R&&fun_e==XOR)?1:0;
	 assign nor_e=(op_e==R&&fun_e==NOR)?1:0;
	 assign slt_e=(op_e==R&&fun_e==SLT)?1:0;
	 assign sltu_e=(op_e==R&&fun_e==SLTU)?1:0;
	 assign sra_e=(op_e==R&&fun_e==SRA)?1:0;
	 assign srl_e=(op_e==R&&fun_e==SRL)?1:0;
	 assign sll_e=(op_e==R&&fun_e==SLL)?1:0;
	 assign mfhi_e=(op_e==R&&fun_e==MFHI)?1:0;
	 assign mflo_e=(op_e==R&&fun_e==MFLO)?1:0;
	 assign addi_e=(op_e==ADDI)?1:0;
	 assign addiu_e=(op_e==ADDIU)?1:0;
	 assign andi_e=(op_e==ANDI)?1:0;
	 assign xori_e=(op_e==XORI)?1:0;
	 assign ori_e=(op_e==ORI)?1:0;
	 assign lui_e=(op_e==LUI)?1:0;
	 assign slti_e=(op_e==SLTI)?1:0;
	 assign sltiu_e=(op_e==SLTIU)?1:0;
	 assign lw_e=(op_e==LW)?1:0;
	 assign lb_e=(op_e==LB)?1:0;
	 assign lbu_e=(op_e==LBU)?1:0;
	 assign lh_e=(op_e==LH)?1:0;
	 assign lhu_e=(op_e==LHU)?1:0;
	 assign cal_r_e=add_e||addu_e||sub_e||subu_e||
	                sllv_e||srav_e||srlv_e||sra_e||srl_e||sll_e||
						 and_e||or_e||xor_e||nor_e||
						 slt_e||sltu_e||mfhi_e||mflo_e;
	 assign cal_i_e=addi_e||addiu_e||andi_e||xori_e||ori_e||lui_e||slti_e||sltiu_e;
	 assign ld_e=lw_e||lb_e||lbu_e||lh_e||lhu_e;
	 wire lw_m,lb_w,lbu_w,lh_w,lhu_w;
	 wire ld_m;
	 assign lw_m=(op_m==LW)?1:0;
	 assign lb_m=(op_m==LB)?1:0;
	 assign lbu_m=(op_m==LBU)?1:0;
	 assign lh_m=(op_m==LH)?1:0;
	 assign lhu_m=(op_m==LHU)?1:0;
	 assign ld_m=lw_m||lb_m||lbu_m||lh_m||lhu_m;
	 wire stall_b,stall_cal_r,stall_cal_i,stall_ld,stall_st,stall_jr,stall_md,stall_mt;
	 assign stall_b=(b_d&&cal_r_e&&((rs_d==rd_e&&rs_d!=0)||(rt_d==rd_e&&rt_d!=0)))||
	                (b_d&&cal_i_e&&((rs_d==rt_e&&rs_d!=0)||(rt_d==rt_e&&rt_d!=0)))||
						 (b_d&&ld_e&&((rs_d==rt_e&&rs_d!=0)||(rt_d==rt_e&&rt_d!=0)))||
						 (b_d&&ld_m&&((rs_d==rt_m)||(rt_d==rt_m)))||
						 (b2_d&&cal_r_e&&(rs_d==rd_e&&rs_d!=0))||
	                (b2_d&&cal_i_e&&(rs_d==rt_e&&rs_d!=0))||
						 (b2_d&&ld_e   &&(rs_d==rt_e&&rs_d!=0))||
						 (b2_d&&ld_m   &&(rs_d==rt_m&&rs_d!=0));
	 assign stall_jr=((jr_d||jalr_d)&&cal_r_e&&(rs_d==rd_e&&rs_d!=0))||
	                 ((jr_d||jalr_d)&&cal_i_e&&(rs_d==rt_e&&rs_d!=0))||
						  ((jr_d||jalr_d)&&ld_e   &&(rs_d==rt_e&&rs_d!=0))||
						  ((jr_d||jalr_d)&&ld_m   &&(rs_d==rt_m&&rs_d!=0));
	 assign stall_cal_r=cal_r_d&&ld_e&&((rs_d==rt_e)||(rt_d==rt_e)&&rt_e!=0);
	 assign stall_cal_i=cal_i_d&&ld_e&&(rs_d==rt_e)&&rt_e!=0;
	 assign stall_ld=ld_d&&ld_e&&(rs_d==rt_e)&&rt_e!=0;
	 assign stall_st=st_d&&ld_e&&(rs_d==rt_e)&&rt_e!=0;
	 assign stall_md=(busy||start)&&md_d;
	 assign stall_mt=mt_d&&ld_e&&(rs_d==rt_e)&&rs_d!=0;
	 assign stall=stall_b||stall_cal_r||stall_cal_i||stall_ld||stall_st||stall_jr||stall_md||stall_mt;
endmodule

===== flow/run.sh =====
#!/bin/bash
# OpenROAD 26Q1-2900-gdf79404cd8, Yosys 0.63+post, stock flow scripts
make -C /OpenROAD-flow-scripts/flow DESIGN_CONFIG=/design/flow/config.mk WORK_HOME=/design/flow/orfs finish

==> impl_metrics.env <==
# implementation run metrics
export IMPL_outcome="finished clean"
export IMPL_critical_path_peak_fanout=4
export IMPL_number_of_placement_rows=26
export IMPL_finalCritPeriodShare_pct=95.3
export IMPL_yosysWarnings=5
export IMPL_grt_pass1_vias=1009
export IMPL_dominant_logic_cell_type_in_the_layout="sky130_fd_sc_hd__clkdlybuf4s50_1"
export IMPL_number_of_antenna_violations_at_the_first_check_in_global_routing=0
export IMPL_power_density_mw_per_mm2=92.4
export IMPL_worstSetupPathType="input pin to output port"
export IMPL_finalHoldViolCount=0
export IMPL_io_pins=99
export IMPL_finalWeightedCongestion=0.848
export IMPL_share_seq_of_total_power_pct=0
export IMPL_switching_power_uw=49.9
export IMPL_detail_route_antenna_diodes=0
export IMPL_syn_area_um2=722
export IMPL_setup_worst_path_start_class="input pin"
export IMPL_dp_cells=240
export IMPL_core_util_floorplan_pct=14.0
export IMPL_mostFrequentLayoutCells="sky130_fd_sc_hd__clkdlybuf4s50_1, sky130_fd_sc_hd__xnor2_1, sky130_fd_sc_hd__o21ai_0, sky130_fd_sc_hd__buf_4, sky130_fd_sc_hd__xor2_1"
export IMPL_grt_setup_unrepaired="false"
export IMPL_count_of_final_setup_violators=0
export IMPL_largest_net_degree_at_the_start_of_global_routing=7
export IMPL_worstSetupEndpointType="output port"
export IMPL_power_combinational_fraction_pct=100.0
export IMPL_drt_initial_drc_count=33
export IMPL_area_growth_pct=104
export IMPL_critical_path_max_stage_delay_ns=0.56
export IMPL_syn_avg_cell_area_um2=7.01
export IMPL_synthCells=103
export IMPL_numPortBuffers=58
export IMPL_hpwl_um=2840
export IMPL_grt_use_total_pct=6.74
export IMPL_synthDominantCellAreaShare_pct=25.5
export IMPL_clock_power_share_pct=0
export IMPL_worst_ir_drop_vdd_uv=46.6
export IMPL_ant_nets=0
export IMPL_cts_hold_repair_buffers=0
export IMPL_yosys_cells=103
export IMPL_vias=967
export IMPL_post_synth_top_area_cell="sky130_fd_sc_hd__xnor2_1"
export IMPL_worst_ep_required_time_ns=3.04
export IMPL_critical_path_cell_chain="clkdlybuf4s50_1 > or4_4 > nor2_4 > nor3_1 > a311oi_1 > a2bb2oi_1 > nand4b_1 > dlygate4sd2_1"
export IMPL_post_drt_wl_per_cell_um=12.7
export IMPL_core_area_mm2=0.00514
export IMPL_die_height_um=93
export IMPL_netlist_cell_type_count=35
export IMPL_overall_power_uw=136
export IMPL_maxSlewHeadroom_pct=66.7
export IMPL_global_route_wire_length_before_repair_um=4890
export IMPL_tool_warnings=73
export IMPL_final_cell_count_no_fill=240
export IMPL_storage_element_area_um2=0
export IMPL_finalHoldWorstSlack_ns=2.48
export IMPL_static_leakage_power_uw=0.000497
export IMPL_max_cap_violations=0
export IMPL_clkbuf_count=0
export IMPL_yosysSeqAreaShare_pct=0
export IMPL_detail_route_vias_per_cell=4.03
export IMPL_end_point_of_the_worst_hold_path="stall"
export IMPL_cp_arrival_ns=2.86
export IMPL_switching_share_pct=36.7
export IMPL_chipWidth_um=93
export IMPL_topCellsByArea="sky130_fd_sc_hd__xnor2_1, sky130_fd_sc_hd__xor2_1, sky130_fd_sc_hd__o21ai_0"
export IMPL_max_slew_worst_pin_slew_ns=0.493
export IMPL_floorplan_die_area_mm2=0.00865
export IMPL_fmax_ghz=0.276
export IMPL_drt_pass1_iter_count=4
export IMPL_area_of_the_synthesized_netlist_per_yosys_stat_um2=722
export IMPL_hold_path_cell_count=5
export IMPL_critical_path_slowest_cell="sky130_fd_sc_hd__or4_4"
export IMPL_numSequentialCells=0
export IMPL_holdCritPathClass="input pin to output port"
export IMPL_timing_hold_worst_start="busy"
export IMPL_internal_power_contribution_uw=86.1
export IMPL_drive_above_1_share_pct=10.0
export IMPL_report_final_slew_viol_count=0
export IMPL_post_route_min_period_ns=3.62
export IMPL_grt_overflow=0
export IMPL_crit_path_start="IR_D[22]"
export IMPL_route_final_wire_length_um=3060
export IMPL_drt_drc_violations_left=0
==> how the worst max path moves through the flow <==
| stage | end | slack (ns) | cells after the start |
|---|---|---|---|
| 4_1_cts | stall | 0.18 | 8 |
| 5_1_grt | stall | 0.04 | 8 |
| 6_report | stall | 0.18 | 8 |
==> layout make-up <==
class,count,area (µm²)
multi-input combinational,98,718
inverter,5,18.8
tap,70,87.6
timing repair buffer,67,647
fill,581,3670
==> metrics by stage <==
step                      area (µm²)  setup slack (ns)  util, %  TNS (ns)
after floorplan                  722             0.942        -         0
after global placement          1460            -0.143     28.4    -0.143
after detailed placement        1460            -0.139     28.4    -0.139
after CTS                       1470             0.179     28.6         0
after global routing            1470            0.0377     28.6         0
final                           1470             0.178     28.6         0
==> worst max-delay path, delay by kind of cell <==
kind	cells	cell delay [ns]
compound gates	2	0.52
buf+inv	2	0.69
simple gates	4	0.89
==> synthesized netlist by cell type, drive strengths merged <==
master   instances
nand3b           2
a2111o           1
mux2             1
inv              5
o32ai            1
a32o             1
a2bb2oi          1
nor2             6
or3              2
a21oi            5
nor3             5
xnor2           21
a311oi           1
nand4            1
nand2b           1
and3             1
or3b             1
and3b            1
nand3            6
or4              3
nand2            6
a21boi           1
o21ai            9
xor2             8
nor2b            2
nor4             4
o2111ai          1
o311ai           1
o41ai            1
o2111a           1
nor3b            1
nand4b           1
a2111oi          1
==> cells by family after synthesis <==
kind of cell              after synthesis  share of synthesized area (%)
and+or+nand+nor                        43                           34.1
AOI/OAI and AO/OA                      25                           26.5
muxes                                   1                           1.56
buffers and inverters                   5                           2.60
xor gates and xnor gates               29                           35.2
==> per-layer routing <==
layer  share of wire [%]  track usage [%]
met1                  51             9.69
met2                  41             10.1
met3                 8.3             2.26
met4                   0                0
met5                   0                0
==> power groups by stage <==
stage / clock [µW] / sequential [µW] / combinational, µW
after CTS: 0 / 0 / 137
after global routing: 0 / 0 / 148
final: 0 / 0 / 136
==> repair_timing <==
action,in CTS,in global routing
hold endpoints to repair,0,0
resized,4,0
setup endpoints to repair,1,0
buffers inserted,0,0
No activity file was given, so power comes from the tool's default toggle rates.
