<file path="flow/run.sh">
#!/bin/bash
# OpenROAD 26Q1-2900-gdf79404cd8, Yosys 0.63+post, stock flow scripts
make -C /OpenROAD-flow-scripts/flow DESIGN_CONFIG=/design/flow/config.mk WORK_HOME=/design/flow/orfs finish
</file>
<file path="flow/config.mk">
export PLATFORM = sky130hd
export DESIGN_NAME = forward
export DESIGN_NICKNAME = forward
export VERILOG_FILES = /design/flow/design.v
export SDC_FILE = /design/flow/constraint.sdc
export NUM_CORES = 4
export LEC_CHECK = 1
export CORE_AREA = 10 10 107 107
export DIE_AREA = 0 0 117 117
</file>
<file path="flow/constraint.sdc">
current_design forward

set clk_period 4.9
set clk_io_pct 0.2

create_clock -name clk0 -period $clk_period

set non_clock_inputs [all_inputs -no_clocks]
set_input_delay [expr $clk_period * $clk_io_pct] -clock clk0 $non_clock_inputs
set_output_delay [expr $clk_period * $clk_io_pct] -clock clk0 [all_outputs]
</file>
<file path="flow/design.v">
`timescale 1ns / 1ps
module forward(
    input [31:0] IR_D,
    input [31:0] IR_E,
    input [31:0] IR_M,
    input [31:0] IR_W,
    output [2:0] forwardRSD,
    output [2:0] forwardRTD,
    output [2:0] forwardRSE,
    output [2:0] forwardRTE,
    output [1:0] forwardRTM
    );
    parameter R=6'b000000,
	           ADD=6'b100000,
				  ADDU=6'b100001,
				  SUB=6'b100010,
				  SUBU=6'b100011,
				  SLLV=6'b000100,
				  SRAV=6'b000111,
				  SRLV=6'b000110,
				  AND=6'b100100,
				  OR=6'b100101,
				  XOR=6'b100110,
				  NOR=6'b100111,
				  SLT=6'b101010,
				  SLTU=6'b101011,
				  SRA=6'b000011,
				  SRL=6'b000010,
				  SLL=6'b000000,
				  MFHI=6'b010000,
				  MFLO=6'b010010,
				  ADDI=6'b001000,
				  ADDIU=6'b001001,
				  ANDI=6'b001100,
				  XORI=6'b001110,
	           ORI=6'b001101,
				  LUI=6'b001111,
				  SLTI=6'b001010,
				  SLTIU=6'b001011,
				  LW=6'b100011,
				  LB=6'b100000,
				  LBU=6'b100100,
				  LH=6'b100001,
				  LHU=6'b100101,
				  SW=6'b101011,
	           SH=6'b101001,
				  SB=6'b101000,
				  BEQ=6'b000100, 
				  JAL=6'b000011,
				  JR=6'b001000,
				  JALR=6'b001001;
	 wire [5:0]op_e,fun_e,op_d,fun_d,op_m,fun_m,op_w,fun_w;
	 wire [4:0]rs_d,rt_d,rs_e,rt_e,rd_e,rt_m,rd_m,rt_w,rd_w;
	 assign op_d=IR_D[31:26];
	 assign fun_d=IR_D[5:0];
	 assign rs_d=IR_D[25:21];
	 assign rt_d=IR_D[20:16];
	 assign op_e=IR_E[31:26];
	 assign fun_e=IR_E[5:0];
	 assign rs_e=IR_E[25:21];
	 assign rt_e=IR_E[20:16];
	 assign rd_e=IR_E[15:11];
	 assign op_m=IR_M[31:26];
	 assign fun_m=IR_M[5:0];
	 assign rt_m=IR_M[20:16];
	 assign rd_m=IR_M[15:11];
	 assign op_w=IR_W[31:26];
	 assign fun_w=IR_W[5:0];
	 assign rt_w=IR_W[20:16];
	 assign rd_w=IR_W[15:11];
	 wire jal_m,jal_w,jalr_m,jalr_w;
	 assign jal_m=(op_m==JAL)?1:0;
	 assign jal_w=(op_w==JAL)?1:0;
	 assign jalr_m=(op_m==R&&fun_m==JALR)?1:0;
	 assign jalr_w=(op_w==R&&fun_w==JALR)?1:0;
	 wire cal_r_m,cal_i_m,cal_r_w,cal_i_w,ld_w; 
	 wire add_m,addu_m,sub_m,subu_m,sllv_m,srav_m,srlv_m,and_m,or_m,xor_m,nor_m,slt_m,sltu_m,sra_m,srl_m,sll_m,mfhi_m,mflo_m;
	 wire addi_m,addiu_m,andi_m,xori_m,ori_m,lui_m,slti_m,sltiu_m;
	 assign add_m=(op_m==R&&fun_m==ADD)?1:0;
	 assign addu_m=(op_m==R&&fun_m==ADDU)?1:0;
	 assign sub_m=(op_m==R&&fun_m==SUB)?1:0;
	 assign subu_m=(op_m==R&&fun_m==SUBU)?1:0;
	 assign sllv_m=(op_m==R&&fun_m==SLLV)?1:0;
	 assign srav_m=(op_m==R&&fun_m==SRAV)?1:0;
	 assign srlv_m=(op_m==R&&fun_m==SRLV)?1:0;
	 assign and_m=(op_m==R&&fun_m==AND)?1:0;
	 assign or_m=(op_m==R&&fun_m==OR)?1:0;
	 assign xor_m=(op_m==R&&fun_m==XOR)?1:0;
	 assign nor_m=(op_m==R&&fun_m==NOR)?1:0;
	 assign slt_m=(op_m==R&&fun_m==SLT)?1:0;
	 assign sltu_m=(op_m==R&&fun_m==SLTU)?1:0;
	 assign sra_m=(op_m==R&&fun_m==SRA)?1:0;
	 assign srl_m=(op_m==R&&fun_m==SRL)?1:0;
	 assign sll_m=(op_m==R&&fun_m==SLL)?1:0;
	 assign mfhi_m=(op_m==R&&fun_m==MFHI)?1:0;
	 assign mflo_m=(op_m==R&&fun_m==MFLO)?1:0;
	 assign addi_m=(op_m==ADDI)?1:0;
	 assign addiu_m=(op_m==ADDIU)?1:0;
	 assign andi_m=(op_m==ANDI)?1:0;
	 assign xori_m=(op_m==XORI)?1:0;
	 assign ori_m=(op_m==ORI)?1:0;
	 assign lui_m=(op_m==LUI)?1:0;
	 assign slti_m=(op_m==SLTI)?1:0;
	 assign sltiu_m=(op_m==SLTIU)?1:0;
	 assign cal_r_m=add_m||addu_m||sub_m||subu_m||
	                sllv_m||srav_m||srlv_m||sra_m||srl_m||sll_m||
						 and_m||or_m||xor_m||nor_m||
						 slt_m||sltu_m||mfhi_m||mflo_m;
	 assign cal_i_m=addi_m||addiu_m||andi_m||xori_m||ori_m||lui_m||slti_m||sltiu_m;
	 wire add_w,addu_w,sub_w,subu_w,sllv_w,srav_w,srlv_w,and_w,or_w,xor_w,nor_w,slt_w,sltu_w,sra_w,srl_w,sll_w,mfhi_w,mflo_w;
	 wire addi_w,addiu_w,andi_w,xori_w,ori_w,lui_w,slti_w,sltiu_w;
	 wire lw_w,lb_w,lbu_w,lh_w,lhu_w; 
	 assign add_w=(op_w==R&&fun_w==ADD)?1:0;
	 assign addu_w=(op_w==R&&fun_w==ADDU)?1:0;
	 assign sub_w=(op_w==R&&fun_w==SUB)?1:0;
	 assign subu_w=(op_w==R&&fun_w==SUBU)?1:0;
	 assign sllv_w=(op_w==R&&fun_w==SLLV)?1:0;
	 assign srav_w=(op_w==R&&fun_w==SRAV)?1:0;
	 assign srlv_w=(op_w==R&&fun_w==SRLV)?1:0;
	 assign and_w=(op_w==R&&fun_w==AND)?1:0;
	 assign or_w=(op_w==R&&fun_w==OR)?1:0;
	 assign xor_w=(op_w==R&&fun_w==XOR)?1:0;
	 assign nor_w=(op_w==R&&fun_w==NOR)?1:0;
	 assign slt_w=(op_w==R&&fun_w==SLT)?1:0;
	 assign sltu_w=(op_w==R&&fun_w==SLTU)?1:0;
	 assign sra_w=(op_w==R&&fun_w==SRA)?1:0;
	 assign srl_w=(op_w==R&&fun_w==SRL)?1:0;
	 assign sll_w=(op_w==R&&fun_w==SLL)?1:0;
	 assign mfhi_w=(op_w==R&&fun_w==MFHI)?1:0;
	 assign mflo_w=(op_w==R&&fun_w==MFLO)?1:0;
	 assign addi_w=(op_w==ADDI)?1:0;
	 assign addiu_w=(op_w==ADDIU)?1:0;
	 assign andi_w=(op_w==ANDI)?1:0;
	 assign xori_w=(op_w==XORI)?1:0;
	 assign ori_w=(op_w==ORI)?1:0;
	 assign lui_w=(op_w==LUI)?1:0;
	 assign slti_w=(op_w==SLTI)?1:0;
	 assign sltiu_w=(op_w==SLTIU)?1:0;
	 assign lw_w=(op_w==LW)?1:0;
	 assign lb_w=(op_w==LB)?1:0;
	 assign lbu_w=(op_w==LBU)?1:0;
	 assign lh_w=(op_w==LH)?1:0;
	 assign lhu_w=(op_w==LHU)?1:0;
	 assign cal_r_w=add_w||addu_w||sub_w||subu_w||
	                sllv_w||srav_w||srlv_w||sra_w||srl_w||sll_w||
						 and_w||or_w||xor_w||nor_w||
						 slt_w||sltu_w||mfhi_w||mflo_w;
	 assign cal_i_w=addi_w||addiu_w||andi_w||xori_w||ori_w||lui_w||slti_w||sltiu_w;
	 assign ld_w=lw_w||lb_w||lbu_w||lh_w||lhu_w;
    assign forwardRSD=(cal_r_m&&rs_d==rd_m&&rs_d!=0)?1:
	                   (cal_i_m&&rs_d==rt_m&&rs_d!=0)?1:
							 (jal_m  &&rs_d==31)           ?2:
							 (jalr_m &&rs_d==rd_m&&rs_d!=0)?2:
							 (cal_r_w&&rs_d==rd_w&&rs_d!=0)?3:
							 (cal_i_w&&rs_d==rt_w&&rs_d!=0)?3:
							 (ld_w   &&rs_d==rt_w&&rs_d!=0)?3:
							 (jal_w  &&rs_d==31)?4:
							 (jalr_w &&rs_d==rd_w&&rd_w!=0)?4:
							                                  0;
	 assign forwardRTD=(cal_r_m&&rt_d==rd_m&&rt_d!=0)?1:
	                   (cal_i_m&&rt_d==rt_m&&rt_d!=0)?1:
							 (jal_m&&rt_d==31)             ?2:
							 (jalr_m &&rs_d==rd_m&&rs_d!=0)?2:
							 (cal_r_w&&rt_d==rd_w&&rt_d!=0)?3:
							 (cal_i_w&&rt_d==rt_w&&rt_d!=0)?3:
							 (ld_w   &&rt_d==rt_w&&rt_d!=0)?3:
							 (jal_w&&rt_d==31)             ?4:
							 (jalr_w &&rs_d==rd_w&&rd_w!=0)?4:
							                                0;
	 assign forwardRSE=cal_r_m&&rs_e==rd_m&&rs_e!=0?1:
	                   cal_i_m&&rs_e==rt_m&&rs_e!=0?1:
							 jal_m  &&rs_e==31           ?2:
							 jalr_m &&rs_e==rd_m&&rs_e!=0?2:
							 cal_r_w&&rs_e==rd_w&&rs_e!=0?3:
							 cal_i_w&&rs_e==rt_w&&rs_e!=0?3:
							 ld_w   &&rs_e==rt_w&&rs_e!=0?3:
							 jal_w  &&rs_e==31           ?4:
							 jalr_w &&rs_e==rd_w&&rs_e!=0?4:
							                                  0;
    assign forwardRTE=cal_r_m&&rt_e==rd_m&&rt_e!=0?1:
	                   cal_i_m&&rt_e==rt_m&&rt_e!=0?1:
							 jal_m  &&rt_e==31           ?2:
							 jalr_m &&rt_e==rd_m&&rt_e!=0?2:
							 cal_r_w&&rt_e==rd_w&&rt_e!=0?3:
							 cal_i_w&&rt_e==rt_w&&rt_e!=0?3:
							 ld_w   &&rt_e==rt_w&&rt_e!=0?3:
							 jal_w  &&rt_e==31           ?4:
							 jalr_w &&rt_e==rd_w&&rt_e!=0?4:
							                              0;
	 assign forwardRTM=(cal_r_w&&rt_m==rd_w&&rt_m!=0)?1:
	                   (cal_i_w&&rt_m==rt_w&&rt_m!=0)?1:
							 (ld_w   &&rt_m==rt_w&&rt_m!=0)?1:
							 (jal_w  &&rt_m==31           )?2:
							 (jalr_w &&rt_m==rd_w&&rt_m!=0)?2:
							                             0;
endmodule
</file>
==> flow_metrics.py <==
# Metrics from the implementation run
metrics = {
    "global_route": {
        "antenna_found_initial": 0,
        "via_count_of_the_first_global_routing_pass": 2055,
        "grt_pass1_wl_mm": 11.3,
        "overflow": 0,
        "gr-usage-all-layers_pct": 10.5,
        "grt_max_degree": 9,
    },
    "min_path": {
        "worst_hold_path.num_cells": 4,
        "hold_wc_path_type": "input port to primary output",
        "min-delay-start": "IR_W[27]",
    },
    "placement": {
        "place_inst": 416,
        "detailed_place.area_mm2": 0.00267,
        "portBuffers": 78,
        "finalWeightedCongestion": 0.926,
        "dp_slack_ns": 0.380,
        "post-dp-hpwl_mm": 6.06,
    },
    "drt": {
        "routed-via-count": 2020,
        "post-route-drc-count": 0,
        "post_drt_via_cell_ratio": 4.86,
        "ant_nets": 0,
        "drt_iter0_markers": 128,
        "drt_first_pass_iters": 4,
        "detail_route.wirelength_mm": 7.34,
        "insertedDiodeCount": 0,
        "routed_length_per_placed_instance_um": 17.6,
    },
    "cells_and_area": {
        "flow.area_growth_from_synthesis_pct": 38.7,
        "fill_cells": 977,
        "lay_top_cells": "78 x sky130_fd_sc_hd__clkdlybuf4s50_1, 56 x sky130_fd_sc_hd__xnor2_1, 34 x sky130_fd_sc_hd__xor2_1",
        "n_sequential_cell": 0,
        "finalInstanceArea_mm2": 0.00267,
        "drive_gt1_share_pct": 7.87,
        "register_area_um2": 0,
        "layout.cells.most_common": "sky130_fd_sc_hd__clkdlybuf4s50_1",
        "stdcell_count": 416,
        "n_clock_buffer": 0,
        "final_core_utilization_pct": 29.0,
        "logic_area_mm2": 0.00173,
    },
    "floorplan": {
        "row_count": 35,
        "chipArea_mm2": 0.0137,
        "initial_utilization_pct": 20.9,
        "die_width_um": 117,
        "die_height_um": 117,
        "ios": 142,
        "core_area_mm2": 0.00920,
    },
    "critical_path": {
        "slowest_delay_ns": 0.51,
        "crit_type": "input port to primary output",
        "cp-end-kind": "primary output",
        "path_max_fanout": 4,
        "timing.critical_path.mode_cell": "sky130_fd_sc_hd__clkdlybuf4s50_1",
        "cp_data_arrival_time_ns": 3.57,
        "crit_slowest_cell": "sky130_fd_sc_hd__clkdlybuf4s50_1",
        "critPathLaunch": "IR_W[29]",
        "critical_path.startpoint_type": "input port",
        "worstPathRequired_ns": 3.92,
        "crit_path_cell_chain": "clkdlybuf4s50_1 > nor4_4 > and4_4 > nor4b_1 > a41oi_1 > nor4b_2 > clkdlybuf4s50_1",
    },
    "clock_network": {
        "cts_repair_resize_count": 0,
        "post_cts_buffers": 0,
        "cts.hold.buffers_added": 0,
    },
    "power": {
        "p_leak_nw": 0.803,
        "power_switching_mw": 0.0928,
        "power.total_mw": 0.194,
        "share_comb_of_total_power_pct": 100.0,
        "worst_ir_drop_vdd_v": 0.0000330,
        "sw_frac_of_total_pct": 47.7,
        "power.share.clock_pct": 0,
        "power_density_mw_per_mm2": 72.9,
        "sequential_share_of_power_pct": 0,
        "internal-power_mw": 0.102,
    },
    "synth": {
        "ys_seq_share_pct": 0,
        "post_synth.cell_area_avg_um2": 7.34,
        "synth-warning-count": 0,
        "syn-cell-area_mm2": 0.00192,
        "syn_inst": 262,
        "synth_cell_types": 49,
        "ys_chip_area_mm2": 0.00192,
        "ys_cells": 262,
    },
    "job": {
        "cap_viol_max_count": 0,
        "tool_warnings": 96,
    },
    "timing": {
        "final_period_minus_worst_setup_slack_ns": 4.55,
        "slew_headroom_pct": 63.0,
        "rsz0062_at_grt": "no",
        "period_utilization_pct": 92.9,
        "final_setup_violations": 0,
        "finalMaxSlewViolations": 0,
        "post-route-worst-setup-slack_ns": 0.347,
        "hold_violations": 0,
        "max_slew.worst_pin.slew_ns": 0.548,
        "max_clock_freq_mhz": 220,
        "totalNegativeSetupSlack_ns": 0,
        "worst_hold_slack_ns": 3.12,
    },
    "status": {
        "run_status": "complete, no violations",
    },
}
==> layout make-up <==
| type | count | share of cell area [%] |
|---|---|---|
| inverter | 2 | 0.281 |
| tap | 111 | 5.20 |
| timing repair buffer | 80 | 29.8 |
| multi-input combinational | 223 | 64.7 |
==> layer usage <==
metal	track usage (%)	wire, µm	vias to the layer above	part of all wire, %
li1	-	-	1006	-
met1	14.4	3180	929	43
met2	16.8	3420	74	47
met3	2.17	604	11	8.2
met4	1.57	131	0	1.8
met5	0	0	-	0
==> power by group through the flow <==
stage / clock network (mW) / logic [mW] / registers, mW
after CTS: 0 / 0.195 / 0
after global routing: 0 / 0.212 / 0
final: 0 / 0.194 / 0
==> kinds of logic (layout without fill, tap and decap cells) <==
family                    after synthesis  in the layout  synth area share (%)
AOI/OAI and AO/OA                      36             36                  15.4
xor gates and xnor gates               90             90                  41.0
buffers and inverters                  39             82                  10.3
and+or+nand+nor                        97             97                  33.4
==> worst max-delay path, delay by kind of cell <==
kind	cells	cell delay [ns]
AND/OR/NAND/NOR	4	1.48
buffers and inverters	2	0.99
AND-OR/OR-AND	1	0.12
==> final timing paths <==
kind,to,slack [ns]
worst max-delay path,forwardRTD[2],0.35
worst min-delay path,forwardRTD[2],3.12
==> Yosys cell counts, types with 3 or more instances <==
| cell type | count | share of area, % |
|---|---|---|
| sky130_fd_sc_hd__a22oi_1 | 3 | 1.2 |
| sky130_fd_sc_hd__and2_1 | 4 | 1.3 |
| sky130_fd_sc_hd__and3_1 | 6 | 2.0 |
| sky130_fd_sc_hd__buf_2 | 17 | 4.4 |
| sky130_fd_sc_hd__buf_6 | 4 | 2.3 |
| sky130_fd_sc_hd__clkbuf_1 | 16 | 3.1 |
| sky130_fd_sc_hd__nand2_1 | 8 | 1.6 |
| sky130_fd_sc_hd__nand3_1 | 16 | 4.2 |
| sky130_fd_sc_hd__nand4_1 | 7 | 2.3 |
| sky130_fd_sc_hd__nor2_1 | 9 | 1.8 |
| sky130_fd_sc_hd__nor2_4 | 4 | 2.3 |
| sky130_fd_sc_hd__nor2b_1 | 3 | 0.98 |
| sky130_fd_sc_hd__nor3_1 | 9 | 2.3 |
| sky130_fd_sc_hd__nor4_1 | 7 | 2.3 |
| sky130_fd_sc_hd__nor4_2 | 3 | 2.0 |
| sky130_fd_sc_hd__o21ai_0 | 5 | 1.3 |
| sky130_fd_sc_hd__or4_1 | 6 | 2.3 |
| sky130_fd_sc_hd__or4_4 | 5 | 2.9 |
| sky130_fd_sc_hd__xnor2_1 | 56 | 25 |
| sky130_fd_sc_hd__xor2_1 | 34 | 15 |
Power and IR drop assume default switching activity.
