<file path="./config.mk">
export PLATFORM = sky130hd
export DESIGN_NAME = Econtroller
export DESIGN_NICKNAME = Econtroller
export VERILOG_FILES = /design/flow/design.v
export SDC_FILE = /design/flow/constraint.sdc
export NUM_CORES = 4
export LEC_CHECK = 1
export CORE_AREA = 10 10 70 70
export DIE_AREA = 0 0 80 80
</file>
<file path="./constraint.sdc">
current_design Econtroller

set clk_period 3.9
set clk_io_pct 0.2

create_clock -name clk0 -period $clk_period

set non_clock_inputs [all_inputs -no_clocks]
set_input_delay [expr $clk_period * $clk_io_pct] -clock clk0 $non_clock_inputs
set_output_delay [expr $clk_period * $clk_io_pct] -clock clk0 [all_outputs]
</file>
<file path="./design.v">
`timescale 1ns / 1ps
module Econtroller(
    input [5:0] op,
    input [5:0] fun,
	 input [4:0]tim,
    output [3:0] ALUop,
	 output ALUBop,
	 output [1:0]MDOP,
	 output busy,
	 output start,
	 output [1:0]AOOP,
	 output [1:0]MDWE
    );
	 parameter SW=6'b101011,
	           SH=6'b101001,
				  SB=6'b101000,
				  R=6'b000000,
				  ADD=6'b100000,
				  ADDU=6'b100001,
				  SUB=6'b100010,
				  SUBU=6'b100011,
				  SLLV=6'b000100,
				  SRAV=6'b000111,
				  SRLV=6'b000110,
				  AND=6'b100100,
				  OR=6'b100101,
				  XOR=6'b100110,
				  NOR=6'b100111,
				  SLT=6'b101010,
				  SLTU=6'b101011,
				  SRA=6'b000011,
				  SRL=6'b000010,
				  SLL=6'b000000,
				  MULT=6'b011000,
				  DIV=6'b011010,
				  MULTU=6'b011001,
				  DIVU=6'b011011,
				  MFHI=6'b010000,
				  MFLO=6'b010010,
				  MTHI=6'b010001,
				  MTLO=6'b010011,
				  ADDI=6'b001000,
				  ADDIU=6'b001001,
				  ANDI=6'b001100,
				  XORI=6'b001110,
				  ORI=6'b001101,
				  LUI=6'b001111,
				  SLTI=6'b001010,
				  SLTIU=6'b001011,
				  LW=6'b100011,
				  LB=6'b100000,
				  LBU=6'b100100,
				  LH=6'b100001,
				  LHU=6'b100101;
    wire add,addu,sub,subu,sllv,srav,srlv,and_e,or_e,xor_e,nor_e,slt,sltu;
	 wire sra,srl,sll;
	 wire addi,addiu,andi,xori,ori,lui,slti,sltiu;
	 wire lw,lb,lbu,lh,lhu;
	 wire sw,sh,sb;
    wire mult,multu,div,divu,mfhi,mflo,mthi,mtlo;
	 assign lw=(op==LW)?1:0;
	 assign lb=(op==LB)?1:0;
	 assign lbu=(op==LBU)?1:0;
	 assign lh=(op==LH)?1:0;
	 assign lhu=(op==LHU)?1:0;
	 assign sw=(op==SW)?1:0;
	 assign sh=(op==SH)?1:0;
	 assign sb=(op==SB)?1:0;
	 assign add=(op==R&&fun==ADD)?1:0;
	 assign addu=(op==R&&fun==ADDU)?1:0;
	 assign sub=(op==R&&fun==SUB)?1:0;
	 assign subu=(op==R&&fun==SUBU)?1:0;
	 assign sllv=(op==R&&fun==SLLV)?1:0;
	 assign srav=(op==R&&fun==SRAV)?1:0;
	 assign srlv=(op==R&&fun==SRLV)?1:0;
	 assign and_e=(op==R&&fun==AND)?1:0;
	 assign or_e=(op==R&&fun==OR)?1:0;
	 assign xor_e=(op==R&&fun==XOR)?1:0;
	 assign nor_e=(op==R&&fun==NOR)?1:0;
	 assign slt=(op==R&&fun==SLT)?1:0;
	 assign sltu=(op==R&&fun==SLTU)?1:0;
	 assign sra=(op==R&&fun==SRA)?1:0;
	 assign srl=(op==R&&fun==SRL)?1:0;
	 assign sll=(op==R&&fun==SLL)?1:0;
	 assign mult=(op==R&&fun==MULT)?1:0;
	 assign multu=(op==R&&fun==MULTU)?1:0;
	 assign div=(op==R&&fun==DIV)?1:0;
	 assign divu=(op==R&&fun==DIVU)?1:0;
	 assign mfhi=(op==R&&fun==MFHI)?1:0;
	 assign mflo=(op==R&&fun==MFLO)?1:0;
	 assign mthi=(op==R&&fun==MTHI)?1:0;
	 assign mtlo=(op==R&&fun==MTLO)?1:0;
	 assign addi=(op==ADDI)?1:0;
	 assign addiu=(op==ADDIU)?1:0;
	 assign andi=(op==ANDI)?1:0;
	 assign xori=(op==XORI)?1:0;
	 assign ori=(op==ORI)?1:0;
	 assign lui=(op==LUI)?1:0;
	 assign slti=(op==SLTI)?1:0;
	 assign sltiu=(op==SLTIU)?1:0;
	 assign ALUop[0]=sub||subu||sllv||srlv||or_e||nor_e||sltu||sltiu||srl;
	 assign ALUop[1]=ori||sllv||and_e||or_e||slt||sltu||andi||slti||sltiu||sll;
	 assign ALUop[2]=srav||srlv||and_e||or_e||andi||sra||srl||sll;
	 assign ALUop[3]=xor_e||nor_e||slt||sltu||xori||slti||sltiu||sra||srl||sll;
	 assign MDOP[0]=div||divu;
    assign MDOP[1]=mult||div;	 
	 assign start=(tim==0&&(mult||multu||div||divu))?1:0;
	 assign busy=(tim>0)?1:0;
	 assign AOOP[0]=mfhi;
	 assign AOOP[1]=mflo;
	 assign MDWE[0]=mthi;
	 assign MDWE[1]=mtlo;
	 assign ALUBop=lw||lb||lbu||lh||lhu||
	               sw||sh||sb||
						addi||addiu||andi||xori||ori||lui||slti||sltiu;
endmodule
</file>
<file path="./run.sh">
#!/bin/bash
# OpenROAD 26Q1-2900-gdf79404cd8, Yosys 0.63+post, stock flow scripts
make -C /OpenROAD-flow-scripts/flow DESIGN_CONFIG=/design/flow/config.mk WORK_HOME=/design/flow/orfs finish
</file>
==> notes.org <==
#+TITLE: Physical design notes

** Yosys
- The share of the Yosys chip area taken by registers is 0.
- Area reported by Yosys stat :: between 300 and 400 um2
- Yosys printed 0 warnings.
- In this run the cell area of the synthesized design comes to 332.8 um2.
- In the Yosys report the total cell count is 54.
- Number of unique standard cell types used by synthesis :: 30
- A synthesized cell averages 6.163 um2.
- The synthesized instance count is 54.

** Place
- The buffer_ports step reported a buffer count of 30.
- In the placement report, post-DP HPWL is listed as 1.229 mm.
- The placement summary gives the final routability congestion estimate as ~0.73.

** Pwr
- Worst vdd ir :: 0.02808 mV
- The flow reported a cell area power density of 70.13 nW/um2.
- The leakage power in the latest report is about 0.2 nW.

** Detailed routing
- For this run, the detailed router's first-pass iteration total came to 4.
- Remaining antenna violation count :: 0
- In the routed layout, each cell is associated on average with a via count of 3.833.
- In the detailed route, the total length drawn on met3 is 112 um.
- Final Routed Wirelength :: 1.430 mm
- Sum of routed wire segments on met1 :: 687 um
- Once iteration 0 of detailed routing completed, the report listed 26 DRC markers.
- Remaining design rule violation count :: 0
- Number of antenna repair diodes :: 0
- Routed WL per cell :: 11.35 um
- After detailed routing, the met2 layer carries 630 um of wire.
- Highest routed metal layer :: met3
- The final route contains a little under 500 vias.

** Min path
- Startpoint of the lowest-slack hold path :: op[4]
- Path class of the lowest-slack min-delay path :: input port to output port

** Setup path
- Critical Path End Type :: output port
- Data required time at the worst endpoint :: 3.12 ns
- Tracing the worst setup path back leads to its startpoint at op[1].
- The worst setup path is of the input port to output port kind.
- Of all nets on the critical path, the largest fanout is 5.
- On the critical path the data arrives at 2.64 ns.
- The worst setup path is launched from an input port.

** GRT
- First-pass GRT wire length :: 2.187 mm
- The total overflow left after global routing is 0.
- Number of antenna violations at the first check in global routing :: 0
- The number of global-route vias before repair is about 440.
- All-Layer GR Usage :: 0.04133
- Maximum number of pins on one net before global-route repair :: 14

** STA
- The final report lists the setup-violating endpoint count as 0.
- Across all checked pins, the minimum headroom to the slew limit is 0.6646.
- Hold is met by 2.486 ns.
- Per the final timing report, the hold violations number 0.
- Max-slew check failures listed in the final report amount to 0.
- The highest clock rate this design can be run at is 292.2 MHz.
- The pin closest to its max-slew limit shows a slew of 0.5016 ns.
- Dividing the final minimum period by the clock period gives 0.8775.
- The worst path in the final design needs a cycle of 3.422 ns, including I/O delays and setup.
- Total negative slack :: 0 ns
- Setup repair after global routing left no endpoint under its margin.

** Cells and area
- The layout summary lists the proportion of cells stronger than drive strength 1 as 0.03750.
- There are 0 flip-flops and latches.
- The area growth from synthesis to layout is 101.9%.
- The layout has 397 filler cells.
- Per the layout area report, the register area comes to 0 um2.
- Clock buffer cells :: 0

** Job
- Max-cap violations in this run came to 0.
- Number of warning messages in the logs :: 32

** Floorplan
- Number of top-level design ports :: 30
- Overall chip area :: 6400 um2
- The initial utilization of the core area, before any placement, comes to 0.09744.
- Cell row count :: 21
- In this run the horizontal extent of the chip is 80 um.
- According to the floorplan report, the placeable core area is 3416 um2.
- The die is 80 um tall.

** Run status
- Run status :: finished clean

** Clocking
- The number of setup buffers added after CTS is 0.
- After clock tree synthesis, the flow added hold-fix buffers numbering 0.
- Post-CTS sizing :: 0
## cell type report
class,instances,area (um2),area share
Multi-Input combinational cell,50,314.1,0.4674
Tap cell,46,57.56,0.08566
Timing Repair Buffer,30,300.3,0.4469
## stage by stage
step | util | setup slack, ns | cell area, um2 | total power, mW | std cells
after floorplan | - | 1.676 | 332.8 | 0.02001 | 54
after global placement | 0.1967 | 0.4616 | 671.9 | 0.04633 | 126
after detailed placement | 0.1967 | 0.4444 | 671.9 | 0.04697 | 126
after CTS | 0.1967 | 0.4460 | 671.9 | 0.04726 | 126
after global routing | 0.1967 | 0.3020 | 671.9 | 0.05170 | 126
final | 0.1967 | 0.4779 | 671.9 | 0.04712 | 126
## cell usage after synthesis (2+ instances only)
cell type	n	share of area
sky130_fd_sc_hd__a21oi_1	3	0.045
sky130_fd_sc_hd__buf_2	3	0.045
sky130_fd_sc_hd__nor2_1	11	0.12
sky130_fd_sc_hd__o22ai_1	2	0.038
sky130_fd_sc_hd__xnor2_1	2	0.053
sky130_fd_sc_hd__nand2_1	7	0.079
sky130_fd_sc_hd__nor3_1	2	0.030
sky130_fd_sc_hd__nand2b_1	2	0.038
## final timing paths
kind / to / slack (ns) / depth (start not counted)
setup / recovery: MDWE[1] / 0.48 / 6
hold / removal: ALUBop / 2.49 / 3
## per-layer routing
layer	up-vias	global-route usage
met5	-	0
met3	0	0.01250
met4	0	0
met1	213	0.06131
li1	254	-
met2	16	0.06019
## kinds of logic after synthesis
| kind of cell | after synthesis | share of synthesized area |
|---|---|---|
| and+or+nand+nor | 33 | 0.5527 |
| AOI/OAI and AO/OA | 14 | 0.3120 |
| buffers and inverters | 4 | 0.05637 |
| xor gates and xnor gates | 3 | 0.07896 |
## layout by cell type, fill, tap and decap left out, types with 2 or more instances in the layout
master,synthesis,final
sky130_fd_sc_hd__a21oi_1,3,3
sky130_fd_sc_hd__o22ai_1,2,2
sky130_fd_sc_hd__nand2b_1,2,2
sky130_fd_sc_hd__nor3_1,2,2
sky130_fd_sc_hd__nor2_1,11,11
sky130_fd_sc_hd__xnor2_1,2,2
sky130_fd_sc_hd__clkdlybuf4s50_1,0,30
sky130_fd_sc_hd__nand2_1,7,7
## power by group
group	internal [mW]	switching, mW
sequential	0	0
combinational	0.0266	0.0205
clock	0	0
total	0.0266	0.0205
## critical path, cell delays in order
cell and delay [ns]:
sky130_fd_sc_hd__clkdlybuf4s50_1 0.53, sky130_fd_sc_hd__nor4_4 0.34, sky130_fd_sc_hd__and4_1 0.27, sky130_fd_sc_hd__nand2_1 0.10, sky130_fd_sc_hd__nor2_1 0.15, sky130_fd_sc_hd__clkdlybuf4s50_1 0.48
Power is estimated from default activity; no workload was simulated.
